<file path="design/flow/config.mk">
export PLATFORM = sky130hd
export DESIGN_NAME = top8_module
export DESIGN_NICKNAME = top8_module
export VERILOG_FILES = /design/flow/design.v
export SDC_FILE = /design/flow/constraint.sdc
export NUM_CORES = 4
export LEC_CHECK = 1
export CORE_UTILIZATION = 30
</file>
<file path="design/flow/constraint.sdc">
current_design top8_module

set clk_period 1.9
set clk_io_pct 0.2

create_clock -name clk0 -period $clk_period [get_ports {clk}]

set non_clock_inputs [all_inputs -no_clocks]
set_input_delay [expr $clk_period * $clk_io_pct] -clock clk0 $non_clock_inputs
set_output_delay [expr $clk_period * $clk_io_pct] -clock clk0 [all_outputs]
</file>
<file path="design/flow/design.v">
module pc (
    input clk,                  
    input rst,                  
    output reg [5:0] pc_out_addr  
);
    reg [5:0] next_addr;        
    always @(posedge clk or posedge rst) begin
        if (rst) begin
            next_addr <= 5'b00000;  
            pc_out_addr <= 5'b00000;     
        end
        else begin
            next_addr <= next_addr + 1;
            pc_out_addr <= next_addr;
        end
    end
endmodule
module instr_memory (
    input [5:0] mem_addr, 
    input [10:0] instr_in,     
    output reg [10:0] mem_instr_out,  
    input rw,  
    input clk,  
    input rst  
   );
    reg [10:0] mem[63:0];  
    integer i;
    always @(*) begin
        if (rst) begin
		for (i = 0; i < 64; i = i + 8) begin 
            mem[i] = 11'b00010010010;    
            mem[i+1] = 11'b00110011010;
            mem[i+2] = 11'b01011010010;
            mem[i+3] = 11'b01110010010;
            mem[i+4] = 11'b10010110010;
            mem[i+5] = 11'b10110011110;
            mem[i+6] = 11'b11010011010;
            mem[i+7] = 11'b11111110010;
        end
        end
    end
    always @(posedge clk) begin
        if (!rst) begin
            if (!rw)
                mem[mem_addr] <= instr_in;
            else
                mem_instr_out <= mem[mem_addr];  
        end
    end
endmodule
module decoder(in_decoder,en,opcode,out_decoder);
input [10:0]in_decoder;
input en;
output reg [2:0]opcode; 
output reg[7:0]out_decoder;
  always @(*)
  begin
    if(en==1)
      begin
  opcode = in_decoder[10:8];
  out_decoder = in_decoder[7:0];
   end
end
endmodule
module instr_reg(ir_inp_instr,en,ir_op_instr); 
  input [10:0]ir_inp_instr;
  input en;
  output reg [10:0]ir_op_instr;
  always @(*)
  begin
    if(en==1)begin
  ir_op_instr <= ir_inp_instr;
end
end
endmodule
module alu(
    input   [7:0] alu_in1,   
    input   [7:0] alu_in2,
    input   [2:0] alu_opcode,
    output  zero,
    output  carry,
    output  negative,
    output  [7:0] alu_result
);
    reg [8:0] result_with_carry;
    reg zero_reg, carry_reg, negative_reg;
    reg [7:0] result_reg;
    always @* begin
        case(alu_opcode)
            3'b000: begin   
                result_reg = alu_in1 | alu_in2;
		zero_reg = result_reg == 8'b0;
		carry_reg = 1'b0;
		negative_reg = 1'b0;
            end
            3'b001: begin   
                result_reg = alu_in1 ^ alu_in2;
		zero_reg = result_reg == 8'b0;
		carry_reg = 1'b0;
		negative_reg = 1'b0;
            end
            3'b010: begin   
                result_with_carry = alu_in1 + alu_in2;
                carry_reg = result_with_carry[8];
                result_reg = result_with_carry[7:0];
                zero_reg = result_reg == 8'b0;
		negative_reg = 1'b0;
            end
            3'b011: begin   
                result_with_carry = alu_in1 - alu_in2;
                negative_reg = alu_in1 < alu_in2;
                if (alu_in1 >= alu_in2) begin
                    carry_reg = 1'b0;
                    zero_reg = result_with_carry[7:0] == 8'b0;
		    negative_reg = 1'b0;
                end else begin
                    result_reg = ~result_with_carry[7:0] + 1'b1;
                    carry_reg = 1'b0;
                    zero_reg = 1'b0;
                    negative_reg = 1'b1;
                end
            end
            3'b100: begin   
                negative_reg = alu_in1 < alu_in2;
                carry_reg = alu_in1 >= alu_in2;   
                zero_reg = alu_in1 == alu_in2;
            end
            3'b101: begin   
                result_reg = alu_in1 & alu_in2;
                zero_reg = result_reg == 8'b0;
                carry_reg = 1'b0;
                negative_reg = 1'b0;
            end
            3'b110: begin   
                result_reg = alu_in1 << alu_in2[2:0];
                zero_reg = result_reg == 8'b0;
		carry_reg = 1'b0;
                negative_reg = 1'b0;
            end
            3'b111: begin   
                result_reg = alu_in1 >> alu_in2[2:0];
                zero_reg = result_reg == 8'b0;
		carry_reg = 1'b0;
                negative_reg = 1'b0;
            end
	    default: begin
    result_reg[0] = 1'b0;  
    result_reg[1] = 1'b0;  
    result_reg[2] = 1'b0;  
    result_reg[3] = 1'b0;  
    result_reg[4] = 1'b0;  
    result_reg[5] = 1'b0;  
    result_reg[6] = 1'b0;  
    result_reg[7] = 1'b0;  
    zero_reg = 1'b1;      
    carry_reg = 1'b0;     
    negative_reg = 1'b0;  
end
endcase
    end
    assign zero = zero_reg;
    assign carry = carry_reg;
    assign negative = negative_reg;
    assign alu_result = result_reg;
endmodule
module ff (
    input wire clk,        
    input d,         
    output reg q     
);
    always @(posedge clk) begin
        q <= d;            
    end
endmodule
module ff_8bit (
    input wire clk,       
    input [7:0] d,        
    output reg [7:0] q    
);
    always @(posedge clk) begin
        q <= d;   
    end
endmodule
module top8_module (
    input clk,                    
    input rst,                    
    input [7:0] alu_in1_inp,
    input [10:0] inst_in,         
    input rw,                     
    input en,
    output wire [7:0] alu_result,
    output wire ff_zero,
    output wire ff_carry,
    output wire ff_negative
);
    wire ff_pc_rst;
    wire [7:0] alu_in1_ff;  
    wire [5:0] pc_out_addr;       
    wire [10:0] mem_instr_out;    
    wire [10:0] ir_op_instr;      
    wire [2:0] opcode;            
    wire [7:0] out_decoder;       
    wire carry;                   
    wire negative;                
    wire zero;                    
    ff_8bit ff_alu_in1 (
        .clk(clk),
        .d(alu_in1_inp),
        .q(alu_in1_ff)
    );
    pc pc_inst (
        .clk(clk),
        .rst(ff_pc_rst),
        .pc_out_addr(pc_out_addr)
    );
    instr_memory mem_inst (
        .rw(rw),
        .instr_in(inst_in),
        .mem_addr(pc_out_addr),
        .mem_instr_out(mem_instr_out),
        .clk(clk),
        .rst(rst)
    );
    instr_reg ir_inst (
        .ir_inp_instr(mem_instr_out),
        .en(en),
        .ir_op_instr(ir_op_instr)
    );
    decoder decoder_inst (
        .in_decoder(ir_op_instr),
        .en(en),
        .opcode(opcode),
        .out_decoder(out_decoder)
    );
    ff ff_pc_rst_inst (
        .clk(clk),
        .d(rst),
        .q(ff_pc_rst)
    );
    ff ff_carry_inst (
        .clk(clk),
        .d(carry),
        .q(ff_carry)
    );
    ff ff_zero_inst (
        .clk(clk),
        .d(zero),
        .q(ff_zero)
    );
    ff ff_negative_inst (
        .clk(clk),
        .d(negative),
        .q(ff_negative)
    );
    alu alu_inst (
        .alu_in1(alu_in1_ff),   
        .alu_in2(out_decoder),
        .alu_opcode(opcode),
        .zero(zero),
        .carry(carry),
        .negative(negative),
        .alu_result(alu_result)
    );
endmodule
</file>
<file path="design/flow/run.sh">
#!/bin/bash
# OpenROAD 26Q1-2900-gdf79404cd8, Yosys 0.63+post, stock flow scripts
make -C /OpenROAD-flow-scripts/flow DESIGN_CONFIG=/design/flow/config.mk WORK_HOME=/design/flow/orfs finish
</file>
==> deck_impl_summary.md <==
Physical Implementation Snapshot

Run
  • Max Cap Viol: 0
  • Tool Warnings: 48

Final layout
  • Most numerous logic cell after layout: buf_4
  • Fin area: 3075 um2
  • Fill cells: 713
  • Layout cells sized above 1: 22.04%
  • Comb area: 1401 um2
  • Most numerous logic cells after layout: buf_4, a21oi_1, clkdlybuf4s50_1
  • Layout Area Growth over Synthesis: 32.08%
  • Reg area: 938.4 um2

Worst setup path
  • WP buf/inv: 1
  • Setup Crit Path Kind: reg2reg
  • FF-to-FF path depth: 8
  • Worst path cell trace: buf_6, ha_4, nor2b_4, or3_4, xor2_4, nor3_2, nand3_1, o211ai_1
  • Worst endpoint required time: 2.11 ns
  • Crit-path leading delay family: simple AND/OR/NAND/NOR gates
  • CP Launch Type: flop
  • Critical-path top delay cell: or3_4
  • Crit Reg-Reg Startpoint: ff_alu_in1.q[2]
  • WP data arrival: 2.10 ns
  • Slowest cell delay on critical path: 0.43 ns
  • R2r endpoint: ff_zero_inst.q
  • Crit-path max FO: 4
  • Setup crit end kind: flop
  • R2R Setup Slk: 0.02 ns

CTS
  • Clk root buf: clkbuf_8
  • CTS Buffer Depth: 2
  • Level count of the clock H-tree: 1
  • Num CTS Buffers: 3
  • CTS tree: built
  • Clk slew on worst S/H paths: 0.11 ns
  • Skew-Pair Late Insertion Delay: 0.29 ns

Synthesis
  • Number of enable flip-flop cells: 7
  • Synth Area per Inst: 8.956 um2
  • Synth Cell Area: 2328 um2
  • Synth Instances: 260
  • Yosys Instances: 260
  • Ys flops: 47
  • Unique cell types: 54
  • Warnings, synthesis: 1416
  • Asr flop ratio synth: 12.77%
  • Synth Flop Type: dlxtp_1
  • Yosys stat area: 2328 um2

Global routing
  • Gr usage total: 13.54%
  • Largest net degree at the start of global routing: 31
  • Vias in the first global route: 1789
  • Initial antenna violation count: 0
  • GRT overflow: 0
  • First-pass GRT wire length: 8700 um

Floorplanning
  • FP Rows: 31
  • Core area: 7370 um2
  • Die area: 8118 um2
  • Die Height: 90.10 um
  • I/O pin cnt: 34
  • FP Core Util: 31.60%
  • Chip width: 90.10 um

Final timing
  • Final Cycle Share: 98.99%
  • Final setup viols: 0
  • Clock skew: 0.01246 ns
  • Register pins left without a clock: 22
  • Min Hold Slack: 0.09563 ns
  • Worst slew pin tran: 0.7757 ns
  • Minimum clock period after layout: 1.881 ns
  • RSZ-0062 raised after global routing: true
  • Endpoints left unconstrained: 30
  • Max frequency: 531.7 MHz
  • Hold Violations, Final: 0
  • Rel. slew slack: 48.28%
  • Slew Limit Fails: 0

Power and ir drop
  • Post-layout total power: 1.372 mW
  • Leak: 1.254 nW
  • Maximum vdd drop: 0.0003282 V
  • Power Density: 446.0 nW/um2

Routing
  • WL per Instance: 13.21 um
  • Final WL: 5322 um
  • DR iter-0 viols: 179
  • Ant diodes: 0
  • DR vias: 1994
  • Via density: 4.948
  • DRC viols: 0
  • Number of detailed-route iterations in the first pass: 4
  • Post-DRT Antenna Nets: 0

Placed design
  • DPL Wire Length: 3923 um
  • Cell Area, Placed: 2849 um2
  • Port Buf Inserts: 22
  • Gp weighted congestion: 0.9169

Status
  • Status: finished, final reports clean

Worst hold path
  • Min-Delay Path Class: reg2async
[layout make-up]
class,instances,share of cell area (%)
inverters,19,2.319
clock buffers,3,1.343
multi-input cells,177,45.57
clock inverters,1,0.2848
well taps,99,4.028
flip-flops and latches,47,30.51
repair buffers,57,15.95
[power by group]
| part | leakage [nW] | switching, mW | total (mW) | internal, mW |
|---|---|---|---|---|
| combinational | 0.825 | 0.194 | 0.399 | 0.204 |
| clock | 0.0261 | 0.209 | 0.363 | 0.154 |
| sequential | 0.403 | 0.0197 | 0.610 | 0.590 |
[stage by stage]
step / util (%) / setup slack (ns) / TNS, ns / std cells
5_1_grt: 41.73 / -0.05989 / -0.05989 / 403
3_3_place_gp: 38.66 / -0.08674 / -0.08674 / 393
4_1_cts: 40.25 / 0.001454 / 0 / 398
2_1_floorplan: - / -0.01305 / -0.01305 / 260
6_report: 41.73 / 0.01915 / 0 / 403
3_5_place_dp: 38.66 / -0.05735 / -0.05735 / 393
[routing by layer]
layer | global-route usage [%] | vias to the layer above | part of all wire [%]
met5 | 0 | - | 0
met4 | 2.285 | 0 | 2.5
met3 | 1.718 | 12 | 6.0
met2 | 21.63 | 73 | 47
met1 | 20.38 | 912 | 45
li1 | - | 997 | -
[cell families (layout without fill, tap and decap cells)]
family,Yosys count,after routing,share of synthesized area [%]
AND-OR/OR-AND,72,72,20.04
XOR/XNOR,17,17,6.394
adder cells (fa/ha/maj),17,17,9.780
buffers and inverters,36,80,5.857
flip-flops,25,25,25.79
latches,22,22,14.19
multiplexers,5,5,2.203
AND/OR/NAND/NOR,66,66,15.74
[synth_stat cells, drive strengths merged (6+ instances only)]
master / count / area, um2
dlxtp: 14 / 210.2
nand3: 7 / 35.03
nand2: 16 / 60.06
xnor2: 11 / 96.34
xor2: 6 / 52.55
dlxtn: 8 / 120.1
clkbuf: 13 / 48.80
edfxtp: 7 / 210.2
dfrtp: 6 / 150.1
a21oi: 24 / 120.1
nor2b: 6 / 37.54
nor2: 10 / 37.54
ha: 15 / 187.7
dfxtp: 12 / 240.2
inv: 19 / 71.32
nor3: 6 / 30.03
o21ai: 13 / 65.06
[what timing repair did]
| action | in CTS | in global routing |
|---|---|---|
| hold buffers | 0 | 0 |
| setup endpoints to repair | 1 | 2 |
| pin swaps | 6 | 7 |
| gates resized | 11 | 16 |
| endpoints found under the hold margin | 0 | 0 |
| gates cloned | 0 | 0 |
| setup buffers | 1 | 5 |
[how the worst max path moves through the flow]
stage,start,to,slack (ns),depth (start not counted)
5_1_grt,ff_alu_in1.q[2],ff_zero_inst.q,-0.06,8
6_report,ff_alu_in1.q[2],ff_zero_inst.q,0.02,8
4_1_cts,ff_alu_in1.q[2],ff_zero_inst.q,0.001,7
Power and IR drop assume default switching activity.
